`config.mk`:
```
export PLATFORM = sky130hd
export DESIGN_NAME = array_multiplier_16bit
export DESIGN_NICKNAME = array_multiplier_16bit
export VERILOG_FILES = /design/flow/design.v
export SDC_FILE = /design/flow/constraint.sdc
export NUM_CORES = 4
export LEC_CHECK = 1
export CORE_UTILIZATION = 50
```
`constraint.sdc`:
```
current_design array_multiplier_16bit

set clk_period 40.6
set clk_io_pct 0.2

create_clock -name clk0 -period $clk_period

set non_clock_inputs [all_inputs -no_clocks]
set_input_delay [expr $clk_period * $clk_io_pct] -clock clk0 $non_clock_inputs
set_output_delay [expr $clk_period * $clk_io_pct] -clock clk0 [all_outputs]
```
`design.v`:
```
`timescale 1ns / 1ps
module HA (
    input  logic A,
    input  logic B,
    output logic sum,
    output logic carry
);
    assign sum   = A ^ B;
    assign carry = A & B;
endmodule
module FA (
    input  logic A,
    input  logic B,
    input  logic cin,
    output logic sum,
    output logic carry
);
    logic s1, c1, c2;
    HA ha1 (.A(A),  .B(B),  .sum(s1), .carry(c1));
    HA ha2 (.A(s1), .B(cin), .sum(sum), .carry(c2));
    assign carry = c1 | c2;
endmodule
module array_multiplier_16bit (
    input  logic [15:0] A,
    input  logic [15:0] B,
    output logic [31:0] P
);
    logic [15:0] partial_products [15:0];
    genvar gi, gj;
    generate
        for (gi = 0; gi < 16; gi = gi + 1) begin : pp_row
            for (gj = 0; gj < 16; gj = gj + 1) begin : pp_col
                assign partial_products[gi][gj] = A[gj] & B[gi];
            end
        end
    endgenerate
    logic [31:0] v_sum_wires   [14:0];
    logic [32:0] h_carry_wires [14:0];
    assign P[0] = partial_products[0][0];
    HA ha_0_1 (
        .A(partial_products[0][1]),
        .B(partial_products[1][0]),
        .sum(v_sum_wires[0][1]),
        .carry(h_carry_wires[0][2])
    );
    assign P[1] = v_sum_wires[0][1];
    assign h_carry_wires[0][1] = 1'b0; 
    generate
        for (gj = 2; gj < 16; gj = gj + 1) begin : row0_fa
            FA fa_r0 (
                .A(partial_products[0][gj]),
                .B(partial_products[1][gj-1]),
                .cin(h_carry_wires[0][gj]), 
                .sum(v_sum_wires[0][gj]),
                .carry(h_carry_wires[0][gj+1])
            );
        end
    endgenerate
    HA ha_0_16 (
        .A(partial_products[1][15]),
        .B(h_carry_wires[0][16]),
        .sum(v_sum_wires[0][16]),
        .carry(h_carry_wires[0][17])
    );
    assign v_sum_wires[0][17] = h_carry_wires[0][17];
    generate
        for (gj = 18; gj <= 31; gj = gj + 1) begin : row0_zeros
            assign v_sum_wires[0][gj] = 1'b0;
        end
    endgenerate
    generate
        for (gi = 1; gi < 15; gi = gi + 1) begin : proc_rows
            HA ha_first (
                .A(v_sum_wires[gi-1][gi+1]),   
                .B(partial_products[gi+1][0]),   
                .sum(v_sum_wires[gi][gi+1]),
                .carry(h_carry_wires[gi][gi+2])
            );
            assign P[gi+1] = v_sum_wires[gi][gi+1];
            for (gj = gi + 2; gj <= gi + 16; gj = gj + 1) begin : row_mid
                FA fa_mid (
                    .A(v_sum_wires[gi-1][gj]),             
                    .B(partial_products[gi+1][gj - (gi+1)]), 
                    .cin(h_carry_wires[gi][gj]),             
                    .sum(v_sum_wires[gi][gj]),
                    .carry(h_carry_wires[gi][gj+1])        
                );
            end
            for (gj = gi + 17; gj <= 31; gj = gj + 1) begin : row_tail
                HA ha_tail_ripple (
                    .A(v_sum_wires[gi-1][gj]),
                    .B(h_carry_wires[gi][gj]),
                    .sum(v_sum_wires[gi][gj]),
                    .carry(h_carry_wires[gi][gj+1])
                );
            end
        end
    endgenerate
    generate
        for (gj = 16; gj <= 31; gj = gj + 1) begin : final_assign
            assign P[gj] = v_sum_wires[14][gj];
        end
    endgenerate
endmodule
```
`run.sh`:
```
#!/bin/bash
# OpenROAD 26Q1-2900-gdf79404cd8, Yosys 0.63+post, stock flow scripts
make -C /OpenROAD-flow-scripts/flow DESIGN_CONFIG=/design/flow/config.mk WORK_HOME=/design/flow/orfs finish
```
==> results.toml <==
# physical design summary
[yosys]
yosys_area_sq_um = 7000
ys.warnings.count = 7
seq_area_frac_synth = 0
synth_stat.cells = 633
syn-instance-count = 633
avgSynthCellArea_sq_um = 11.06
syn_area_sq_um = 7000
ys_types = 8

[finish]
syn2layout_area_growth_pct = 5.165
clock_buffers = 0
fill_cells = 1217
stdcell_count = 810
drive_above_1_share = 0.03155
flop-count = 0
regArea_sq_um = 0

[final_timing]
max_freq_mhz = 27.33
period_minus_slack_ps = 36600
slew_headroom = 0.6346
tightest_slew_ps = 546.4
rsz0062_at_grt = "no"
setup_viol = 0
tns_ps = 0
period_used_share = 0.9014
hold_violations = 0
slew_violations = 0

[hold_path]
hp-start = "A[0]"
hold_path_end = "P[0]"
hold_class = "input pin to output pin"
min_path_cells = 3

[job]
drv_cap = 0
warning_count = 32

[route]
wl_per_cell_um = 9.853
wl_um = 7981
ant_nets = 0
viasPerCell = 4.694
vias = 3802
drc = 0
n_antenna_cell = 0
drt_iter0_markers = 23
dr.pass1.iters = 2

[place]
gp_congestion = 0.7434
dp_cells = 810
post-dp-hpwl_um = 8429
portBuffers = 64

[cts]
cts.repair.resized = 0
cts_hold_buf = 0
post_cts_buffers = 0

[global_route]
first_global_vias = 4198
grt_pass1_wl_um = 17370
gr-usage-all-layers = 0.1504
use_met3 = 0.01397
antenna_found_initial = 0
top_usage_layer = "met2"
grt_max_degree = 17
met1_usage = 0.2250
grt.met2_usage = 0.2733
grt-ovfl-total = 0

[worst_setup_path]
cp_data_arrival_time_ps = 28480
critPathSlowestCell = "clkdlybuf4s50_1"
path_class = "input pin to output pin"
cp_data_required_time_ps = 32480
end_kind = "output pin"
cp_common_cell = "fa_1"
cpPeakStageDelay_ps = 670
cp_max_fo = 16
start_kind = "input pin"

[floorplan]
fp_util = 0.5204
ios = 64
fp.coreArea_sq_um = 13450
die_y_um = 120.3
rows = 42
dieWidth_um = 120.3
die-area_sq_um = 14480

[outcome]
status = "finished clean"
cell usage after synthesis:
cell / n / share of area
fa_1: 224 / 0.64
and2_1: 201 / 0.18
inv_1: 74 / 0.040
buf_4: 56 / 0.060
nand2_1: 35 / 0.019
and2_2: 20 / 0.021
ha_1: 16 / 0.029
buf_6: 7 / 0.011
worst max-delay path: cells and delay by family:
kind	cells	cell delay, ps
fa+ha+maj	44	18540
buf+inv	8	1460
simple gates	1	340
area by class of cell:
class	count	area [sq um]	share of cell area
repair buffers	64	640.6	0.08702
multi-input cells	496	6223	0.8453
inverters	74	277.8	0.03773
well taps	176	220.2	0.02991
through the flow:
step           setup slack [ps]    util  instance area, sq um  hold WS, ps
4_1_cts                    3759  0.5472                  7362        17590
2_1_floorplan              5337       -                  7000        16340
3_5_place_dp               3766  0.5472                  7362        17590
3_3_place_gp               3869  0.5472                  7362        17560
5_1_grt                    3013  0.5472                  7362        17670
6_report                   4003  0.5472                  7362        17570
metal layers:
layer  part of all wire  vias up  routed length [um]
li1                   -     1783                   -
met1               0.43     1979                3428
met2               0.55       40                4356
met3              0.025        0                 196
met4                  0        0                   0
met5                  0        -                   0
worst max-delay path by stage:
stage | to | from | slack (ps)
CTS | P[30] | A[1] | 3760
finish | P[30] | B[1] | 4000
global route | P[30] | B[1] | 3010
cell families after synthesis:
kind of cell | Yosys count | synth area share
adders and majority gates | 240 | 0.6692
buffers and inverters | 137 | 0.1110
and+or+nand+nor | 256 | 0.2198
cell usage in the layout, fill, tap and decap left out:
cell type | Yosys | routed
and2_2 | 20 | 20
nand2_1 | 35 | 35
clkdlybuf4s50_1 | 0 | 64
ha_1 | 16 | 16
inv_1 | 74 | 74
fa_1 | 224 | 224
and2_1 | 201 | 201
